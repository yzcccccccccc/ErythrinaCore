==> flow/design.v <==
module DivCore(	 
  input         clock,	 
                reset,	 
                io_in_v,	 
  input  [32:0] io_a,	 
                io_b,	 
  output [32:0] io_quot,	 
                io_rem,	 
  output        io_out_v	 
);
  reg  [5:0]  compute_cnt;	 
  reg  [1:0]  state;	 
  reg  [1:0]  casez_tmp;	 
  always_comb begin	 
    casez (state)	 
      2'b00:
        casez_tmp = io_in_v ? 2'h1 : state;	 
      2'b01:
        casez_tmp = compute_cnt == 6'h0 ? 2'h2 : state;	 
      2'b10:
        casez_tmp = 2'h0;	 
      default:
        casez_tmp = state;	 
    endcase	 
  end  
  wire [32:0] a = io_a[32] ? ~io_a + 33'h1 : io_a;	 
  wire [32:0] b = io_b[32] ? ~io_b + 33'h1 : io_b;	 
  wire [32:0] _neg_b_T_1 = ~b + 33'h1;	 
  wire [33:0] neg_b = {_neg_b_T_1[32], _neg_b_T_1};	 
  reg  [32:0] quot_r;	 
  reg  [33:0] rem_r;	 
  wire [33:0] sub_res = rem_r + neg_b;	 
  wire        _GEN = state == 2'h1;	 
  wire        _GEN_0 = state == 2'h0 & io_in_v;	 
  always @(posedge clock) begin	 
    if (reset) begin	 
      compute_cnt <= 6'h0;	 
      state <= 2'h0;	 
    end
    else begin	 
      if (_GEN_0)	 
        compute_cnt <= 6'h21;	 
      else if (_GEN)	 
        compute_cnt <= compute_cnt - 6'h1;	 
      state <= casez_tmp;	 
    end
    if (_GEN) begin	 
      quot_r <= sub_res[33] ? {quot_r[31:0], 1'h0} : {quot_r[31:0], 1'h1};	 
      rem_r <= {sub_res[33] ? rem_r[32:0] : sub_res[32:0], quot_r[32]};	 
    end
    else if (_GEN_0) begin	 
      quot_r <= a;	 
      rem_r <= 34'h0;	 
    end
  end  
  assign io_quot = io_a[32] ^ io_b[32] ? ~quot_r + 33'h1 : quot_r;	 
  assign io_rem = io_a[32] ? ~(rem_r[33:1]) + 33'h1 : rem_r[33:1];	 
  assign io_out_v = state == 2'h2;	 
endmodule
module DivDebug(	 
  input         clock,	 
                reset,	 
                io_v,	 
  input  [31:0] io_a,	 
                io_b,	 
  input  [1:0]  io_op,	 
  output [31:0] io_res,	 
  output        io_res_valid	 
);
  wire [32:0] _div_inst_io_quot;	 
  wire [32:0] _div_inst_io_rem;	 
  DivCore div_inst (	 
    .clock    (clock),
    .reset    (reset),
    .io_in_v  (io_v),
    .io_a     ({~(io_op[0]) & io_a[31], io_a}),	 
    .io_b     ({~(io_op[0]) & io_b[31], io_b}),	 
    .io_quot  (_div_inst_io_quot),
    .io_rem   (_div_inst_io_rem),
    .io_out_v (io_res_valid)
  );	 
  assign io_res = io_op[1] ? _div_inst_io_rem[31:0] : _div_inst_io_quot[31:0];	 
endmodule
==> flow/run.sh <==
#!/bin/bash
# OpenROAD 26Q1-2900-gdf79404cd8, Yosys 0.63+post, stock flow scripts
make -C /OpenROAD-flow-scripts/flow DESIGN_CONFIG=/design/flow/config.mk WORK_HOME=/design/flow/orfs finish
==> flow/config.mk <==
export PLATFORM = sky130hd
export DESIGN_NAME = DivDebug
export DESIGN_NICKNAME = DivDebug
export VERILOG_FILES = /design/flow/design.v
export SDC_FILE = /design/flow/constraint.sdc
export NUM_CORES = 4
export LEC_CHECK = 1
export CORE_UTILIZATION = 30
==> flow/constraint.sdc <==
current_design DivDebug

set clk_period 14.8
set clk_io_pct 0.2

create_clock -name clk0 -period $clk_period [get_ports {clock}]

set non_clock_inputs [all_inputs -no_clocks]
set_input_delay [expr $clk_period * $clk_io_pct] -clock clk0 $non_clock_inputs
set_output_delay [expr $clk_period * $clk_io_pct] -clock clk0 [all_outputs]
==> impl_metrics.json <==
{
  "status": "completed",
  "crit_arrival_ps": 9520,
  "antenna_found_initial": 1,
  "gp_congestion": 0.871,
  "worstPathMaxFanout": 27,
  "core_area_um2": 29100,
  "drt_first_pass_iters": 5,
  "routed_wl_um": 23600,
  "wl_met2_um": 9080,
  "tritoncts": "done",
  "min_period_ps": 9450,
  "drv_slew": 0,
  "maxCapViolCount": 0,
  "top_layer": "met5",
  "cpMostUsedCell": "nor3_1",
  "edf_count": 67,
  "finalClockPeriodUsage": 0.639,
  "holdPathEnd": "div_inst.state[0]$_DFF_P_",
  "setup_viol": 0,
  "cts_buffer_depth": 2,
  "chipArea_um2": 30600,
  "power_density_nw_per_um2": 95.8,
  "power.internal_mw": 0.637,
  "final_cells": 1601,
  "combPwrFrac": 0.454,
  "ctsResizeCount": 0,
  "min_from": "div_inst.state[1]$_DFF_P_",
  "warning_count": 27,
  "synth.cell_area_um2": 8980,
  "holdBufCountCts": 0,
  "n_antenna_cell": 0,
  "crit_slowest_cell": "a2111oi_0",
  "ys_types": 75,
  "synth_area_leader_cell": "edfxtp_1",
  "rr_endpoint": "div_inst.rem_r[32]$_SDFFCE_PN0P_",
  "grt_pass1_wl_um": 38400,
  "final_util": 0.365,
  "clk_pin_slew_ps": 60,
  "drc": 0,
  "yosys_warnings": 1,
  "rsz0062_at_grt": "no",
  "grt_max_degree": 74,
  "wire_per_inst_um": 14.7,
  "wl_met1_um": 12300,
  "hold_path_class": "reg -> reg",
  "syn_avg_cell_area_um2": 7.85,
  "h-tree-depth": 3,
  "reg2reg_slack_ps": 10200,
  "yosys-stat-cells": 1144,
  "synthMostInstantiatedCell": "nand2_1",
  "worstPathRequired_ps": 14870,
  "clock-root-buffer": "clkbuf_16",
  "r2r_cells": 13,
  "finalClockSkew_ps": 6.41,
  "vdd_drop_max_mv": 0.0518,
  "crit_buf_inv": 3,
  "cpLargestDelayFamily": "simple AND/OR/NAND/NOR gates",
  "via_per_inst": 5.15,
  "ys_seq_frac": 0.244,
  "die_h_um": 175,
  "first_iter_violations": 487,
  "setup_tns_ps": 0,
  "slew_headroom": 0.456,
  "p_sw_frac": 0.375,
  "slowest_delay_ps": 660,
  "ff_type": "edfxtp_1",
  "cts_buffers": 9,
  "route.met3.wl_um": 2040,
  "endpoint_kind": "register",
  "postCtsSetupRepairBufs": 0,
  "syn_to_final_growth_pct": 18.3,
  "worstMarginPinSlew_ps": 808,
  "hold_path_depth": 2,
  "fmax_mhz": 106,
  "dp_hpwl_um": 18500,
  "ioPinCount": 102,
  "rows": 62,
  "vias": 8243,
  "clockPowerShare": 0.221,
  "fp.dieW_um": 175,
  "path_class": "in -> reg",
  "grt_pass1_vias": 7426,
  "ys_ff": 76,
  "p_leak_nw": 3.79,
  "drive_above_1_share": 0.0583,
  "rr_startpoint": "div_inst.rem_r[8]$_SDFFCE_PN0P_",
  "synthTopCellsByArea": "edfxtp_1 (22%), xnor2_1 (10%), xor2_1 (6.9%)",
  "seqPwrFrac": 0.325,
  "dp_cells": 1585,
  "synth_top_area_share": 0.224,
  "syn_inst": 1144,
  "setup.worst_path.start_class": "input port",
  "cts_sinks": 76,
  "detail-route-antenna-nets": 0,
  "grt_use_total": 0.157,
  "grt_overflow": 0,
  "fp_util": 0.309,
  "finalHoldViolCount": 0,
  "worstPathCellList": "clkdlybuf4s50_1, inv_1, ha_1, nor3b_2, or3_1, nand4_1, nor3_1, nand3_1, nor4_4, a22oi_1, nor2b_1, nor3_1, xor2_1, ha_1, a21oi_1, nand2b_1, a2111oi_1, nor3_1, a2111oi_0, a211o_1, buf_4, and2_4, o21ai_0",
  "synthTopCellsByCount": "nand2_1 (151), xnor2_1 (104), nor2_1 (89), a21oi_1 (86), o21ai_0 (79)",
  "p_sw_mw": 0.382,
  "ys_area_um2": 8980,
  "async_flop_share": 0,
  "numPortBuffers": 101,
  "clk_latency_ps": 330
}
==> power by group through the flow <==
stage	logic (mW)	clock network [mW]	registers [mW]
5_1_grt	0.519	0.238	0.338
4_1_cts	0.464	0.230	0.330
6_report	0.462	0.225	0.331
==> metrics by stage <==
step / power [mW] / worst slack [ps] / hold slack, ps / cell area (um2)
floorplan: 0.649 / 6670 / 393 / 8980
global placement: 0.794 / 5160 / 446 / 10300
detailed placement: 0.795 / 5040 / 455 / 10300
CTS: 1.02 / 5370 / 472 / 10600
global route: 1.10 / 4600 / 504 / 10600
finish: 1.02 / 5350 / 466 / 10600
==> cell usage in the layout (no fill, tap or decap), types with 11 or more instances in the layout <==
| master | netlist | layout |
|---|---|---|
| nand2_1 | 151 | 151 |
| xnor2_1 | 104 | 104 |
| clkdlybuf4s50_1 | 0 | 100 |
| nor2_1 | 89 | 89 |
| a21oi_1 | 86 | 86 |
| o21ai_0 | 79 | 79 |
| xor2_1 | 71 | 71 |
| edfxtp_1 | 67 | 67 |
| ha_1 | 40 | 40 |
| nor3_1 | 29 | 29 |
| inv_1 | 26 | 26 |
| a21o_1 | 26 | 26 |
| nand3_1 | 25 | 25 |
| o31ai_1 | 25 | 25 |
| nand4_1 | 24 | 24 |
| or3_1 | 20 | 20 |
| o21ai_2 | 20 | 20 |
| nor4_1 | 18 | 18 |
| mux2i_1 | 12 | 12 |
| a211oi_1 | 12 | 12 |
| nand2b_1 | 12 | 11 |
| a31oi_1 | 11 | 11 |
| buf_4 | 0 | 11 |
==> cell families (layout without fill, tap and decap cells) <==
kind of cell | after synthesis | after routing | synth area share
fa+ha+maj | 41 | 41 | 0.0580
flops | 76 | 76 | 0.244
mux | 12 | 12 | 0.0134
compound gates | 311 | 311 | 0.223
buf+inv | 81 | 154 | 0.0376
xor+xnor | 176 | 176 | 0.172
simple gates | 447 | 447 | 0.252
==> worst register-to-register path, stage by stage, from the launching register on <==
cell	delay, ps
edfxtp_1	490
ha_1	430
a211oi_1	270
o211ai_1	130
a41oi_1	210
o41ai_1	90
buf_4	160
a2111oi_1	640
nor3_1	180
a2111oi_0	660
a211o_1	180
buf_4	270
and2_4	460
o21ai_0	170
==> cell type report <==
class / count / area, um2
fillers: 2954 / 18500
clock buffers: 9 / 225
flip-flops and latches: 76 / 2200
multi-input cells: 987 / 6460
inverters: 26 / 97.6
well taps: 384 / 480
clock inverters: 7 / 81.3
repair buffers: 112 / 1090
==> worst max path at each step <==
| stage | cells after the start | to | start |
|---|---|---|---|
| 4_1_cts | 23 | div_inst.rem_r[32]$_SDFFCE_PN0P_ | io_b[0] |
| 5_1_grt | 23 | div_inst.rem_r[32]$_SDFFCE_PN0P_ | io_b[0] |
| 6_report | 23 | div_inst.rem_r[32]$_SDFFCE_PN0P_ | io_b[0] |
==> metal layers <==
metal / up-vias / GRT usage
met1: 3657 / 0.265
met5: - / 0
li1: 4309 / -
met3: 11 / 0.0375
met2: 264 / 0.212
met4: 2 / 0.0105
==> registers in the layout (all words and copies together) (netlist names) <==
name and count:
div_inst.rem_r 34, div_inst.quot_r 33, div_inst.compute_cnt 6, div_inst.state 3
Power figures rest on the tool's default switching activity, not on a simulated workload.
